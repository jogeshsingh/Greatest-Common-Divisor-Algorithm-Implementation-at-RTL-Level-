`/design/flow/config.mk`:
```
export PLATFORM = sky130hd
export DESIGN_NAME = DU_CU
export DESIGN_NICKNAME = DU_CU
export VERILOG_FILES = /design/flow/design.v
export SDC_FILE = /design/flow/constraint.sdc
export NUM_CORES = 4
export LEC_CHECK = 1
export CORE_AREA = 10 10 108 108
export DIE_AREA = 0 0 118 118
```
`/design/flow/constraint.sdc`:
```
current_design DU_CU

set clk_period 8.6
set clk_io_pct 0.2

create_clock -name clk0 -period $clk_period [get_ports {i_clk}]

set non_clock_inputs [all_inputs -no_clocks]
set_input_delay [expr $clk_period * $clk_io_pct] -clock clk0 $non_clock_inputs
set_output_delay [expr $clk_period * $clk_io_pct] -clock clk0 [all_outputs]
```
`/design/flow/design.v`:
```
`timescale 1ns / 1ps
module CMP
#(parameter WIDTH =8 ) 
(X, Y , eq_out , lt_out , gt_out );
 input [WIDTH-1:0] X , Y ;
 output  eq_out , lt_out , gt_out ;
 assign eq_out = (X==Y) ? 1'b1 : 1'b0 ;
  assign lt_out = (X<Y)? 1'b1  : 1'b0 ;
  assign gt_out = (X>Y)? 1'b1:  1'b0 ;
endmodule
`timescale 1ns / 1ps
module DU_CU(
i_clk ,  start , data_input  , EQ, LT, GT,out_A , out_B , p_STATE, done, Sub_out
    );
 input [8-1:0] data_input ;
input i_clk ;
input start ;
output done ;
output [8-1:0] out_A , out_B, Sub_out ;
output EQ, LT , GT ; 
output  [3-1 :0 ] p_STATE;
Top_design DATAPATH(
data_input , i_clk  , EQ, LT, GT,s_in1 , s_in2 , s_in3,load_A, load_B,out_A, out_B, Sub_out
    );
   controller Control(
i_clk , load_A, load_B , EQ, LT, GT,s_in1 , s_in2 , s_in3, start, p_STATE, done
    );
endmodule
`timescale 1ns / 1ps
module Mux_D
#(parameter WID = 8)
(in1 , in2 , o_D  , sel_D  );
 input sel_D ;
 input [WID-1:0] in1 , in2 ; 
 output[WID-1:0] o_D ;  
 assign o_D = sel_D ? in2 :in1 ;
endmodule
`timescale 1ns / 1ps
module Reg_A(
data_in , ld_A  , i_clk ,A_out
    );
 input [8-1:0] data_in ;
 input i_clk ;
 input ld_A ;
 output reg [8-1:0] A_out ;
   always @ (posedge i_clk)
    begin
     if (ld_A)
         begin
      A_out <= data_in ; 
          end
       else
         begin
       A_out <= A_out ;
           end
           end  
endmodule
`timescale 1ns / 1ps
module Reg_B(
d_in1 , ld_B  , i_clk ,B_out
    );
 input [8-1:0] d_in1 ;
 input i_clk ;
 input ld_B ;
 output reg [8-1:0] B_out ;
   always @ (posedge i_clk)
    begin
      if (ld_B)
         begin
      B_out <= d_in1 ; 
          end
       else
         begin
       B_out <= B_out ;
           end
           end  
endmodule
`timescale 1ns / 1ps
module SUB_AB
#(parameter WIDTH3 = 8)
(A , B , OUT );
    input [WIDTH3-1:0] A, B ;
    output [WIDTH3-1:0] OUT ;
    assign OUT = A-B ;
endmodule
`timescale 1ns / 1ps
module Top_design(
data_input , i_clk  , EQ, LT, GT,s_in1 , s_in2 , s_in3,load_A, load_B, out_A, out_B, Sub_out
    );
input [8-1:0] data_input ;
input i_clk ;
input load_A, load_B ;
input s_in1 , s_in2 , s_in3 ;
output EQ, LT , GT ;
wire [8-1:0] M_outA , M_outB ;
output  [8-1:0] out_A ; 
 output  [8-1:0]  out_B ;
output [8-1:0] Sub_out ;
wire [8-1:0] d_in ;
Reg_A R1 (d_in , load_A  , i_clk ,out_A);
Reg_B  R2(d_in , load_B  , i_clk ,out_B);
 CMP   C1(out_A, out_B , EQ , LT , GT );
 SUB_AB  S1(M_outA, M_outB , Sub_out );
 mux_A     M1(out_A , out_B , M_outA, s_in1 );
 mux_B   M2(out_A , out_B , M_outB  , s_in2);
 Mux_D   M3(Sub_out , data_input , d_in  , s_in3  );
endmodule
`timescale 1ns / 1ps
module controller(
i_clk , load_A, load_B , EQ, LT, GT,s_in1 , s_in2 , s_in3, start, p_STATE, done
    );
 input i_clk ;
 input start ; 
 input EQ ;
 input LT ;
 input GT ; 
 output load_A ;
 output load_B ;
 output s_in1 ;
 output s_in2;
 output s_in3 ; 
 output done ;
 output reg [3-1:0] p_STATE;
 reg [3-1:0] nEXT_STATE ;
 parameter [2:0] S0 = 3'b000  , 
                 S1 = 3'b001,
                 S2 = 3'b010 ,
                 S3 = 3'b011 ,
                 S4 = 3'b100 , 
                 S5 = 3'b101 ;
     reg [5:0] CV ; 
     assign load_A = CV[5] ;
     assign load_B = CV[4] ;
     assign s_in1 = CV[3] ;
     assign s_in2 = CV[2] ;
     assign s_in3 = CV[1];
     assign done = CV[0] ;          
     always @ (posedge i_clk )
       begin
         case (p_STATE )
         S0 :  begin
                   if (start )
                       p_STATE <= S1 ;
                          else 
                           p_STATE <= S0 ; 
                            end  
         S1 :  begin
                   p_STATE <= S2 ;
                     end
          S2 : begin
                  if (EQ)
                      p_STATE <=  S5 ;
                   else if (LT)
                     p_STATE <= S3 ;
                     else if (GT)
                     p_STATE <= S4 ;
                      else
                        p_STATE <= S2 ;
                         end
           S3 :  begin
                    if (EQ)
                    p_STATE <=  S5 ;
                   else if (LT)
                    p_STATE <= S3 ;
                     else if (GT)
                 p_STATE <= S4 ;
                      else
                     p_STATE <= S2 ;
                         end
             S4 :  begin
                      if (EQ)
                  p_STATE <=  S5 ;
                   else if (LT)
               p_STATE <= S3 ;
                     else if (GT)
                  p_STATE <= S4 ;
                      else
                        p_STATE <= S2 ;
                         end
              S5 :  begin
                             p_STATE <= S5 ;
                              end
                default : begin 
                           p_STATE <= S0 ;
                            end                        
                         endcase
                         end         
        always @ (p_STATE or EQ or LT or GT )
        begin                 
             case (p_STATE)
             S0 : begin CV= 6'b100010; end
             S1 : begin CV = 6'b010010; end
             S2 : begin
             if 
             (EQ==1'b1)
               begin
                  CV = 6'b000001;
                    end
                     else if (LT)
                      begin
                      CV = 6'b011000;
                       end
                     else if (GT)
                        begin
                       CV = 6'b100100;
                       end 
                        else 
                         begin
                          CV = 6'b010010;
                          end 
                          end
             S3 : begin
             if 
             (EQ==1'b1)
               begin
                  CV = 6'b000001;
                    end
                     else if (LT)
                      begin
                      CV = 6'b011000;
                       end
                     else if (GT)
                        begin
                       CV = 6'b100100;
                       end 
                        else 
                         begin
                          CV = 6'b010010;
                          end 
                          end
             S4 : begin
             if 
             (EQ==1'b1)
               begin
                  CV = 6'b000001;
                    end
                     else if (LT)
                      begin
                      CV = 6'b011000;
                       end
                     else if (GT)
                        begin
                       CV = 6'b100100;
                       end 
                        else 
                         begin
                          CV = 6'b010010;
                          end 
                          end
             S5 :    begin CV = 6'b000001; end
             default : CV = 6'b000000;
              endcase
             end                                         
endmodule
`timescale 1ns / 1ps
module mux_A(
in_1 , in_2 , o_A, sel_A 
    );
 input sel_A ;
 input [8-1:0] in_1 , in_2 ; 
 output[8-1:0] o_A ;  
 assign o_A = sel_A ? in_2 :in_1 ;
endmodule
`timescale 1ns / 1ps
module mux_B(
i_1 , i_2 , o_B  , sel_B 
    );
 input sel_B ;
 input [8-1:0] i_1 , i_2 ; 
 output[8-1:0] o_B ;  
 assign o_B = sel_B ? i_2 :i_1 ;
endmodule
```
`/design/flow/run.sh`:
```
#!/bin/bash
# OpenROAD 26Q1-2900-gdf79404cd8, Yosys 0.63+post, stock flow scripts
make -C /OpenROAD-flow-scripts/flow DESIGN_CONFIG=/design/flow/config.mk WORK_HOME=/design/flow/orfs finish
```
==> Changelog: implementation <==
## Flow update

- Outcome: completed
- Normalized max-slew margin: 0.679
- Hpwl dp: 3.41 mm
- Drt drc: 0
- Post-CTS Setup Inserts: 0
- Fin crit period: 5.80 ns
- GRT Total Usage: 0.0574
- Period utilisation layout: 0.674
- Ys cells: 143
- YS chip area: 1490 µm²
- TritonCTS clock tree: yes
- OpenROAD warning count: 25
- Clk latency late pin: 0.26 ns
- Critical path class: register to primary output
- Top cells by area: edfxtp_1, ha_1, mux2i_1
- Post-CTS Resized: 0
- Distinct lib cells: 46
- GPL Wtd Cong: 0.815
- Seq/Total Area, Yosys: 0.363
- Initial antenna violation count: 0
- Antenna cells: 0
- Startpoint class of the critical path: register
- CP arrival: 4.08 ns
- Worst-path fanout max: 8
- Largest net degree at the start of global routing: 12
- Ys async rst share: 0
- DR vias: 1182
- Area leader share: 0.323
- CP peak stage delay: 0.49 ns
- Slew @ Worst Pin: 0.475 ns
- H-tree depth: 1
- Number of port buffers: 40
- Clock buffer count from CTS: 3
- Most frequent cell on the critical path: ha_1
- Total global routing overflow: 0
- Post-Syn Area per Cell: 10.4 µm²
- Hold crit path type: register to register
- CP cell instances: ha_1, a211o_1, a21oi_1, a31oi_4, nor2_4, mux2_1, ha_1, nor2b_1, o31a_1, o21ai_0, nand2b_1, xor2_1, clkdlybuf4s50_1
- CTS root buf: clkbuf_8
- Drt wl/cell: 13.0 µm
- Reg clk slew, reported paths: 0.07 ns
- CP endpoint kind: primary output
- Post-DRT Antenna Nets: 0
- CP max stage cell: clkdlybuf4s50_1
- Drt pass-1 iters: 4
- #FFs+latches synth: 19
- First-pass GRT wire length: 6.46 mm
- Post-route setup TNS: 0 ns
- Synth Cell Area: 1490 µm²
- Number of synthesized flops with an enable pin: 16
- Dpl cell area: 2050 µm²
- CTS Sinks: 19
- Final hold vios: 0
- CTS max path bufs: 2
- Final setup fails: 0
- Synthesized netlist cell count: 143
- RSZ-0062 raised after global routing: no
- Max-cap violations: 0
- Placeable Area: 9280 µm²
- Vias in the first global route: 1177
- Dominant register cell: edfxtp_1
- I/O pin cnt: 41
- Row count: 35
- CP required: 6.88 ns
- Cts hold-fix bufs: 0
- Area Overhead vs Synth: 40.9%
- Fraction of layout cells with a size suffix above 1: 0.118
- Post-route cell area: 2100 µm²
- Die width: 118 µm
- Syn. warnings: 8
- DIE AREA: 13900 µm²
- Clock skew: 0.00820 ns
- Final wirelength: 4.10 mm
- FMAX: 172 MHz
- Floorplan utilization: 0.160
- DRT iter0 DRCs: 45
- Final slew viol count: 0
- Cell type with the largest total area: edfxtp_1
- Vias per cell: 3.74
- Die y size: 118 µm
==> worst max-delay path: cells and delay by family (launching register included) <==
kind,cells,cell delay [ns]
AOI/OAI and AO/OA,5,1.17
xor gates and xnor gates,1,0.15
adders and majority gates,2,0.65
buffers and inverters,1,0.49
DFF,1,0.43
muxes,1,0.40
and+or+nand+nor,3,0.53
==> state kept, by name, summed over array words and instances (netlist names) <==
signal             cells
Control.p_STATE        3
DATAPATH.R1.A_out      8
DATAPATH.R2.B_out      8
==> cells in the mapped netlist, drive strengths merged (2+ instances only) <==
library cell	n
nand4	2
edfxtp	16
o22ai	4
mux2i	7
a21o	2
xor2	3
a21oi	10
nor2	12
ha	15
dfxtp	3
xnor2	3
nand2	10
mux2	9
o21a	2
nand2b	3
inv	12
nor2b	2
or2	2
nor3	2
o21ai	6
==> cell type report <==
type,count,area [µm²]
Fill cell,1027,7190
Multi-Input combinational cell,110,887
Sequential cell,19,541
Timing Repair Buffer,42,415
Tap cell,129,161
Inverter,12,45.0
Clock buffer,3,41.3
Clock inverter,1,5.00
==> per-layer routing <==
metal  share of wire  global-route usage  vias to the layer above  wire [µm]
li1                -                   -                      615          -
met1            0.45              0.0734                      519       1830
met2            0.46              0.0902                       46       1870
met3           0.087              0.0243                        2        355
met4          0.0093             0.00850                        0         38
met5               0                   0                        -          0
==> metrics by stage <==
stage | util | cells | hold slack [ns] | setup WS (ns)
finish | 0.226 | 316 | 0.623 | 2.80
global route | 0.226 | 316 | 0.690 | 2.49
CTS | 0.226 | 316 | 0.633 | 2.78
detailed placement | 0.221 | 312 | 0.625 | 3.11
global placement | 0.221 | 312 | 0.595 | 3.11
floorplan | - | 143 | 0.518 | 3.85
==> placed cells by master (no fill, tap or decap), types with 2 or more instances in the layout <==
master / netlist / routed
xor2_1: 3 / 3
mux2_1: 6 / 6
buf_4: 0 / 2
nand2_1: 9 / 9
clkbuf_8: 0 / 3
a21oi_1: 9 / 9
inv_1: 12 / 12
edfxtp_1: 16 / 16
a21o_1: 2 / 2
or2_2: 2 / 2
xnor2_1: 3 / 3
o21ai_0: 6 / 6
clkdlybuf4s50_1: 0 / 40
nand2b_1: 3 / 3
mux2_2: 2 / 2
dfxtp_1: 3 / 3
nor3_1: 2 / 2
nand4_1: 2 / 2
mux2i_1: 7 / 7
o22ai_1: 3 / 3
ha_1: 15 / 15
nor2_1: 11 / 11
==> cells by family after synthesis <==
family / count (synthesis) / share of synthesized area
XOR/XNOR: 6 / 0.0353
AND-OR/OR-AND: 32 / 0.156
AND/OR/NAND/NOR: 40 / 0.147
adder cells (fa/ha/maj): 16 / 0.140
multiplexers: 16 / 0.118
buffers and inverters: 14 / 0.0404
flip-flops: 19 / 0.363
==> worst paths after layout <==
| path | depth (start not counted) | slack (ns) | from | to |
|---|---|---|---|---|
| setup reg to reg | 12 | 4.89 | DATAPATH.R1.A_out[5]$_DFFE_PP_ | DATAPATH.R2.B_out[6]$_DFFE_PP_ |
| hold / removal | 2 | 0.62 | Control.p_STATE[1]$_DFF_P_ | Control.p_STATE[0]$_DFF_P_ |
| setup / recovery | 13 | 2.80 | DATAPATH.R1.A_out[5]$_DFFE_PP_ | Sub_out[5] |
| hold reg to reg | 2 | 0.62 | Control.p_STATE[1]$_DFF_P_ | Control.p_STATE[0]$_DFF_P_ |
